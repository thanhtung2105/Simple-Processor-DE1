==> run.sh <==
#!/bin/bash
# OpenROAD 26Q1-2900-gdf79404cd8, Yosys 0.63+post, stock flow scripts
make -C /OpenROAD-flow-scripts/flow DESIGN_CONFIG=/design/flow/config.mk WORK_HOME=/design/flow/orfs finish
==> config.mk <==
export PLATFORM = sky130hd
export DESIGN_NAME = counter
export DESIGN_NICKNAME = counter
export VERILOG_FILES = /design/flow/design.v
export SDC_FILE = /design/flow/constraint.sdc
export NUM_CORES = 4
export LEC_CHECK = 1
export CORE_AREA = 10 10 70 70
export DIE_AREA = 0 0 80 80
==> constraint.sdc <==
current_design counter

set clk_period 1.5
set clk_io_pct 0.2

create_clock -name clk0 -period $clk_period [get_ports {Clock}]

set non_clock_inputs [all_inputs -no_clocks]
set_input_delay [expr $clk_period * $clk_io_pct] -clock clk0 $non_clock_inputs
set_output_delay [expr $clk_period * $clk_io_pct] -clock clk0 [all_outputs]
==> design.v <==
module counter (EN,Clock,Reset_n,Q,Cout);
		parameter n = 4;
		parameter k = 67108863;
		input EN,Clock, Reset_n;
		output [n-1:0] Q;
		reg [n-1:0] Q;
		output Cout;
		reg Cout;
		always @(posedge Clock or negedge Reset_n)
			begin
				if (!Reset_n)
					Q <= 1'd0;
				else
					if(Q == k -1)
					begin
						Q <= 1'd0;
						Cout <= 1'd1;
					end
					else
						if(EN)
						begin
							Q <= Q + 1'b1;
							Cout <= 1'd0;
						end
			end
endmodule
==> Slide: Implementation Results <==
Key Metrics from the Run

Outcome
  • Status: completed

Floorplanning
  • Core Region: 3416 um^2
  • Die width: around 80 um
  • FP Rows: 21
  • Initial Utilization: between 5 and 6%
  • Ports: 8
  • Die y size: 80 um
  • Die Area: approximately 6400 um^2

Routing
  • Ant. Diodes: 0
  • Overall routed net length: 477 um
  • Via count: ~130
  • Drt drc: 0
  • DR pass1 iterations: 2
  • DR iter-0 viols: 3
  • Avg Vias per Cell: about 1.9
  • Post-route ant nets: 0
  • Per-cell routed wire length: between 7 and 8 um

CTS
  • Clk Latency, worst-skew pair: around 240 ps
  • Htree depth: 1
  • Setup bufs post-CTS: 0
  • Clock buffers created by TritonCTS: 3
  • Max clock buf depth: 2
  • Clock slew at reported path FFs: ~40 ps
  • CTS hold repair buffers: 0
  • TritonCTS clock tree: done
  • Cts repair resizes: 0
  • Clock sinks: 4
  • CTS root buffer: clkbuf_4

Synth
  • Yosys stat cell total: 13
  • Post-Syn Instances: 13
  • Yosys Warn Count: 1
  • Distinct lib cells: 9
  • Main flop type: dfrtp_1
  • Top cell area share: 58.39%
  • Avg Inst Size Synth: ~13 um^2
  • Register area share after synthesis: between 50% and 60%
  • Post-synth regs: 4
  • Yosys stat area: 171.4 um^2
  • Cell with the most instances after synthesis: dfrtp_1
  • Flip-flops with a built-in enable: 0
  • Yosys top cell by area: dfrtp_1
  • Top cells by area: dfrtp_1, xnor2_1, ha_1
  • Mapped Area: approximately 170 um^2
  • Top cells by count: dfrtp_1, xnor2_1
  • Asr flop ratio synth: around 100%

Final timing
  • Worst Hold Margin: roughly 270 ps
  • Fin. max-slew vios: 0
  • Final Hold Fails: 0
  • Min Tclk post-route: roughly 1400 ps
  • Cycle use final: 95.60%
  • Achievable frequency: 0.6974 GHz
  • Final Setup Violations: 0
  • Final WS setup: roughly 66 ps
  • TNS Setup: 0 ps
  • Clock skew: 5.065 ps
  • RSZ-0062 raised after global routing: false

Power
  • Total Power: around 0.56 mW
  • Pleak: between 0.1 and 0.15 nW
  • PD cells: around 1900 nW/um^2
  • VDD IR max: about 730 uV

Flow run
  • Tool warning count: 25
  • Max-Cap Viols: 0

Worst setup path
  • Slowest cell on crit path: clkdlybuf4s50_1
  • Critical path required time: 1200 ps
  • Critical Path AT: roughly 1100 ps
  • Critical path launch point type: register
  • Worst path max stage delay: about 500 ps
  • Max FO, Critical Path: 4
  • CP Capture Type: primary output
  • CP delay by family, top: buffers and inverters
  • WP buf/inv: 1
  • CP Class: reg -> out
  • Crit path cell chain: clkdlybuf4s50_1

Placed design
  • IO buf count: 6
  • Placed insts: roughly 64
  • Dpl ws: about 160 ps
  • Placer congestion estimate: between 0.6 and 0.7

Worst hold path
  • Hold WC Path Type: in -> async

Layout
  • Final Non-Filler Cells: about 67
  • Largest register by flop count: Q
  • Area delta synth->final: 77.37%
  • # fillers: 409
  • Layout cell share with drive strength beyond 1: a little under a fifth
  • Number of flip-flops in the largest register: 4
  • Largest registers in the final layout: Q: 4 flops

Global routing
  • Total global routing overflow: 0
  • Tot GR Track Use: 1.623%
  • Wire length of the first global-routing pass: ~750 um
  • Largest net degree at the start of global routing: 5
  • Vias in the first global route: between 100 and 150
  • Initial antenna violation count: 0
==> layout by cell type, fill, tap and decap left out, drive strengths merged <==
cell           n
dfrtp          4
ha             1
mux2           1
xnor2          2
nand4          1
nand2          1
conb           1
clkbuf         3
clkdlybuf4s50  6
xor2           1
==> final cells by class <==
cell class              count  area [um^2]  area share, %
flip-flops and latches      4        100.1          32.92
clock buffers               3        22.52          7.407
repair buffers              6        60.06          19.75
well taps                  46        57.56          18.93
multi-input cells           8        63.81          20.99
==> stage by stage <==
stage          util [%]  area, um^2
2_1_floorplan         -       171.4
3_3_place_gp      8.242       281.5
3_5_place_dp      8.242       281.5
4_1_cts           8.901       304.0
5_1_grt           8.901       304.0
6_report          8.901       304.0
==> metal layers <==
layer  vias up  track usage (%)  routed length (um)
met5         -                0                   0
met4         0           0.3521                   0
met3         0            1.932                  71
met2        10            1.284                 135
met1        59            2.333                 270
li1         56                -                   -
==> logic make-up after synthesis <==
family | Yosys count | share of synthesized area [%]
multiplexers | 1 | 6.569
other | 1 | 2.188
flip-flops | 4 | 58.40
adder cells (fa/ha/maj) | 1 | 7.298
AND/OR/NAND/NOR | 2 | 5.840
XOR/XNOR | 3 | 15.33
buffers and inverters | 1 | 4.381
==> power by group <==
group          total (mW)  switching (mW)  internal (mW)
Clock               0.133          0.0432         0.0894
Sequential          0.227          0.0605          0.167
Combinational       0.203          0.0514          0.152
==> final timing paths <==
check                         from    to  slack, ps  cells after the start
max reg2reg                   Q[0]  Q[1]        410                      2
min                        Reset_n  Q[2]        270                      1
min reg2reg                   Q[3]  Q[3]        500                      1
max in group asynchronous  Reset_n  Q[1]       1050                      1
max                           Q[0]  Q[0]         70                      1
min in group clk0             Q[3]  Q[3]        500                      1
Power and IR drop assume default switching activity.
