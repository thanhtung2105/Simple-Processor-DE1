===== design/flow/design.v =====
module bin2bcd(bin,bcd3,bcd2,bcd1,bcd0);
	input [15:0]bin;
	output reg [3:0]bcd3,bcd2,bcd1,bcd0;
	reg [3:0] bcd4;
	integer i;
	always@(bin)
	begin
		bcd4=4'd0;
		bcd3=4'd0;
		bcd2=4'd0;
		bcd1=4'd0;
		bcd0=4'd0;
		for(i=15;i>=0;i=i-1)
		begin
			if(bcd4>=5)
				bcd4=bcd4+3;
			if(bcd3>=5)
				bcd3=bcd3+3;
			if(bcd2>=5)
				bcd2=bcd2+3;
			if(bcd1>=5)
				bcd1=bcd1+3;
			if(bcd0>=5)
				bcd0=bcd0+3;
			bcd4=bcd4<<1;
			bcd4[0]=bcd3[3];
			bcd3=bcd3<<1;
			bcd3[0]=bcd2[3];
			bcd2=bcd2<<1;
			bcd2[0]=bcd1[3];
			bcd1=bcd1<<1;
			bcd1[0]=bcd0[3];
			bcd0=bcd0<<1;
			bcd0[0]=bin[i];
		end
	end
endmodule

===== design/flow/run.sh =====
#!/bin/bash
# OpenROAD 26Q1-2900-gdf79404cd8, Yosys 0.63+post, stock flow scripts
make -C /OpenROAD-flow-scripts/flow DESIGN_CONFIG=/design/flow/config.mk WORK_HOME=/design/flow/orfs finish

===== design/flow/config.mk =====
export PLATFORM = sky130hd
export DESIGN_NAME = bin2bcd
export DESIGN_NICKNAME = bin2bcd
export VERILOG_FILES = /design/flow/design.v
export SDC_FILE = /design/flow/constraint.sdc
export NUM_CORES = 4
export LEC_CHECK = 1
export CORE_UTILIZATION = 30

===== design/flow/constraint.sdc =====
current_design bin2bcd

set clk_period 15.6
set clk_io_pct 0.2

create_clock -name clk0 -period $clk_period

set non_clock_inputs [all_inputs -no_clocks]
set_input_delay [expr $clk_period * $clk_io_pct] -clock clk0 $non_clock_inputs
set_output_delay [expr $clk_period * $clk_io_pct] -clock clk0 [all_outputs]

==> impl_metrics.toml <==
# generated from flow reports
[detailed_routing]
top_layer = "met4"
wl_met2_um = 6525
n_antenna_cell = 0
vias_per_cell = 5.315
first_pass_iters = 5
wl_met1_um = 7863
drcViolationCount = 0
routedWlPerCell_um = 12.24
met3_length_um = 343
drt-total-wl_um = 14800
drt.antenna.violating_nets = 0
num_vias = 6426
drtIter0Drc = 297

[clock_tree]
holdBufCountCts = 0

[placed_design]
port_buffers = 30
dpl_cell_area_um2 = 7067
place_inst = 1147
gp_congestion = 0.8915
dp_hpwl_um = 10480

[timing]
setup_viol = 0
rsz0062_at_grt = "true"
max_slew_margin_pct = 40.94
hold_viol = 0
whs_ps = 6240
worst_pin_slew_ps = 885.9
fin_crit_ps = 15540
slew_viol_final = 0
fmax_mhz = 64.35
fin_crit_sh_pct = 99.61

[yosys]
synth_cells = 738
syn_area_um2 = 4940
top_cells_by_area = "ha_1, nor2_1, a21oi_1"
ys_seq_share_pct = 0
yosys_cells = 738
synth.most_common_cell = "nor2_1"
netlist-cell-type-count = 101
avgSynthCellArea_um2 = 6.693
synth_chip_area_um2 = 4940
synth_top_area_share_pct = 7.599
top_cells_by_count = "nor2_1, nand2_1, a21oi_1, inv_1, o21ai_0"
yosysTopAreaCell = "ha_1"
yosysWarnings = 1

[run]
maxCapViolations = 0
warning_count = 38

[floorplanning]
coreArea_um2 = 16000
fp-utilization_pct = 30.87
fp.dieH_um = 130.3
placementRows = 46
pin_count = 32
chip_area_um2 = 16980
dieWidth_um = 130.3

[global_route]
antenna_found_initial = 0
grt_pass1_wl_um = 24360
grt.total_usage_pct = 16.81
grt_pass1_vias = 5572
overflow = 0
grt_max_degree = 21

[finish]
design_area_um2 = 8039
area_delta_synth_final_pct = 62.74
layout-drive-gt1-share_pct = 45.32
fin_cells = 1209
fillCellCount = 1475
clock_buffers = 0
seq_cells = 0
seq_area_um2 = 0
post-route-util_pct = 50.24

[worst_setup_path]
critPathArrivalTime_ps = 12420
path_delay_family = "AND-OR/OR-AND gates"
cp-start-kind = "input pin"
crit_type = "input pin to primary output"
cpMostUsedCell = "ha_4"
crit_path_end_kind = "primary output"
slowest_delay_ps = 530
cp_data_required_time_ps = 12480
crit_fanout = 5
crit_buf_inv = 17
critPathSlowestCell = "or4_4"

[worst_hold_path]
min_path_cells = 0
min_to = "bcd0[0]"
hp-start = "bin[0]"
hold_class = "input pin to primary output"

[run_status]
status = "finished clean"
[final cells by class]
cell class | count | area [um2] | share of cell area, %
well taps | 216 | 270.3 | 3.362
repair buffers | 290 | 2277 | 28.33
inverters | 59 | 234.0 | 2.911
multi-input cells | 644 | 5258 | 65.40
[placed cells by master (no fill, tap or decap), drive strengths merged, types with 6 or more instances in the layout]
cell type / count
a211oi: 17
a21o: 13
a21oi: 53
a221oi: 7
a22oi: 9
a31oi: 21
a32oi: 7
and2: 9
and3: 6
buf: 269
clkdlybuf4s50: 16
ha: 30
inv: 54
mux2: 10
mux2i: 20
nand2: 58
nand2b: 10
nand3: 23
nor2: 73
nor2b: 7
nor3: 27
nor4: 8
o211ai: 14
o21a: 13
o21ai: 60
o21bai: 7
o221ai: 6
o22ai: 14
o31a: 7
o31ai: 8
or2: 12
xnor2: 19
[kinds of logic after synthesis]
logic type | synth area share (%)
xor gates and xnor gates | 5.446
adders and majority gates | 7.801
and+or+nand+nor | 25.13
muxes | 7.041
buffers and inverters | 7.776
AOI/OAI and AO/OA | 46.81
[timing repair]
item                                    in CTS  in global routing
pin swaps                                   64                 78
endpoints found under the setup margin      11                 11
gates resized                               71                 99
buffers inserted                            39                 26
[worst max-delay path by stage]
stage,cells after the start,to,slack (ps),startpoint
after CTS,57,bcd3[0],4,bin[13]
after global routing,64,bcd3[2],-510,bin[14]
final,62,bcd3[2],60,bin[14]
[per-stage QoR]
stage / TNS [ps] / setup slack, ps
2_1_floorplan: 0 / 13.20
3_3_place_gp: -5115 / -523.5
3_5_place_dp: -5760 / -595.1
4_1_cts: 0 / 4.355
5_1_grt: -2992 / -506.9
6_report: 0 / 60.19
[routing by layer]
layer / vias up / track usage (%)
met4: 0 / 1.026
met1: 2968 / 25.95
met2: 99 / 27.44
li1: 3349 / -
met3: 10 / 0.04175
met5: - / 0
